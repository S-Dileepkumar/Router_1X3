$ cat config.mk
export PLATFORM = sky130hd
export DESIGN_NAME = top_module_router
export DESIGN_NICKNAME = top_module_router
export VERILOG_FILES = /design/flow/design.v
export SDC_FILE = /design/flow/constraint.sdc
export NUM_CORES = 4
export LEC_CHECK = 1
export CORE_UTILIZATION = 50
$ cat design.v
module router_fifo(rstn, clk, soft_reset, read_enb, write_enb, lfd_state, data_in, dout, full, empty);
input rstn, clk, soft_reset, read_enb, write_enb, lfd_state;
input [7:0] data_in;
output reg [7:0] dout;
output empty, full;
reg [8:0] mem[15:0];    
reg [4:0] rd_ptr;  
reg [4:0] wr_ptr;  
reg [6:0] count;
reg temp;
integer i;
assign full = ((wr_ptr[4] != rd_ptr[4]) && (wr_ptr[3:0] == rd_ptr[3:0])) ? 1'b1 : 1'b0;
assign empty = (wr_ptr[4:0] == rd_ptr[4:0]) ? 1'b1 : 1'b0;
always @(posedge clk) begin
  if (!rstn)
    temp <= 1'b0;
  else
    temp <= lfd_state;
end
always @(posedge clk) begin
  if (!rstn)
    count <= 0;
  else if (soft_reset)
    count <= 0;
  else if (read_enb && ~empty)
	  begin
		 if (mem[rd_ptr[3:0]][8] == 1'b1)
			count <= mem[rd_ptr[3:0]][7:2] + 1'b1;
		 else
			count <= count - 1'b1;
	  end
	else count<=count;
end
always @(posedge clk) begin
  if (!rstn) 
	  begin
		 wr_ptr <= 0;
		 rd_ptr <= 0;
	  end 
  else 
		begin
		 if (write_enb && ~full)
			wr_ptr <= wr_ptr + 1'b1;
		 if (read_enb && ~empty)
			rd_ptr <= rd_ptr + 1'b1;
		end
end
always @(posedge clk) begin
  if (!rstn)
    dout <= 8'b0;
  else if (soft_reset)
    dout <= 8'hz;
  else if (read_enb && ~empty)
    dout <= mem[rd_ptr[3:0]][7:0];
  else
    dout <= 8'hz;
end
always @(posedge clk) 
begin
  if (!rstn || soft_reset) 
	  begin
		 for (i = 0; i < 16; i = i + 1)
			mem[i] <= 8'b0;
	  end 
  else if (write_enb && ~full) 
	  begin
			{mem[wr_ptr[3:0]][8],mem[wr_ptr[3:0]][7:0]} <= {temp, data_in};
	  end
end
endmodule 
module router_fsm(data_in,clk,rstn,pkt_valid,parity_done,fifo_full,low_pkt_valid,soft_reset_0,soft_reset_1,soft_reset_2,empty_0,empty_1,empty_2,
					busy,detect_add,ld_state,laf_state,write_enb_reg,rst_int_reg,lfd_state,full_state);
input [1:0]data_in;
reg [1:0]temp;
input clk,rstn,pkt_valid,parity_done,fifo_full,low_pkt_valid;
input soft_reset_0,soft_reset_1,soft_reset_2;
input empty_0,empty_1,empty_2;
output wire detect_add,ld_state,laf_state,write_enb_reg,rst_int_reg,lfd_state,full_state;
output reg busy;
parameter 		decode_address		=3'b000,
				load_first_data		=3'b001,
				wait_till_empty		=3'b010,
				load_data			=3'b011,
				fifo_full_state		=3'b100,
				load_parity			=3'b101,
				check_parity_error	=3'b110,
				load_after_full		=3'b111;
reg [2:0]state,next_state;
always@(posedge clk)
begin
	if(detect_add)  temp<=data_in;
end
always@(posedge clk)
begin
if (!rstn) 
		state<=decode_address;
else if((soft_reset_0 && temp==2'b00) || (soft_reset_1 && temp==2'b01)||(soft_reset_2 && temp==2'b10))
		state<=decode_address;
else state<=next_state;
end
always@(*)
begin
next_state<=decode_address;
case(state)
3'b000:begin
if((pkt_valid && data_in==0 && empty_0)||(pkt_valid && data_in==1 && empty_1)||(pkt_valid && data_in==2 && empty_2))
next_state<=load_first_data;
else if((pkt_valid && data_in==0 && ~empty_0)||(pkt_valid && data_in==1 && ~empty_1)||(pkt_valid && data_in==2 && ~empty_2))
next_state<=wait_till_empty;
else
next_state<=decode_address;
end
3'b001:begin
next_state<=load_data; end
3'b010:begin
if((empty_0 && temp==2'b00)||(empty_1 && temp==2'b01)||(empty_2 && temp==2'b10))
next_state<=load_first_data;
else
next_state<=wait_till_empty; end
3'b011:begin
if (fifo_full)
	next_state<=fifo_full_state;
else if(!fifo_full && !pkt_valid)
	next_state<=load_parity;
else
next_state<=load_data;
end
3'b100:begin
next_state<=(fifo_full)?fifo_full_state:load_after_full;
end
3'b101:begin
next_state<=check_parity_error;end
3'b110:begin
next_state<=(fifo_full)?fifo_full_state:decode_address; end
3'b111:begin
if (!parity_done && !low_pkt_valid)  
next_state<=load_data;
else if(!parity_done && low_pkt_valid)
next_state<=load_parity;
else if(parity_done)
next_state<=decode_address;
end
endcase
end
assign detect_add 	= (state==decode_address);
assign lfd_state 	= (state==load_first_data);
assign ld_state 	= (state==load_data);
assign laf_state 	= (state==load_after_full);
assign write_enb_reg= ((state==load_data)||(state==load_parity)||(state==load_after_full));
assign full_state	=(state==fifo_full_state);
assign rst_int_reg 	= (low_pkt_valid==1'b0)?(state==check_parity_error):1'b0;
always@(state)begin
case(state)
3'b000,3'b011 : busy=1'b0;
default: busy=1'b1;
endcase end
endmodule 
module router_register(clk,rstn,pkt_valid,fifo_full,rst_int_reg,detect_add,ld_state,laf_state,full_state,lfd_state,parity_done,low_pkt_valid,err,dout,data_in);
input clk,rstn,pkt_valid,fifo_full,rst_int_reg,detect_add,ld_state,laf_state,full_state,lfd_state;
input [7:0]data_in;
output reg parity_done,low_pkt_valid,err;
output reg [7:0]dout;
reg [7:0]header_byte,full_state_byte,internal_parity,packet_parity;
always@(posedge clk)
begin
  if (detect_add || ~rstn)												  parity_done<=1'b0;
  else if (ld_state==1 && fifo_full==0 && pkt_valid==0)        parity_done<=1'b1;
  else if(laf_state==1 && low_pkt_valid==1 && parity_done==0) parity_done<=1'b1;
  else parity_done<=parity_done;
end
always@(posedge clk)
begin
	if(rst_int_reg || ~rstn) low_pkt_valid<=0;
	else if (ld_state && ~pkt_valid) low_pkt_valid<=1;
end
always@(posedge clk)
begin
	if (~rstn) 
		begin
			header_byte<=8'b0;full_state_byte<=8'b0;packet_parity<=8'b0;
		end
	else if(detect_add && pkt_valid && data_in[1:0]!=2'b11)      
		header_byte<=data_in;
	else if (~pkt_valid && ld_state) 
		packet_parity<=data_in;												 
	else if (fifo_full && ld_state) 
		full_state_byte<=data_in;												 
	else 
		begin
		header_byte<=header_byte;
		full_state_byte<=full_state_byte;
		packet_parity<=packet_parity;
		end
end
always@(posedge clk)
begin
	if (!rstn || detect_add)
		internal_parity<=8'b0;
	else if(lfd_state)
		internal_parity<=internal_parity^header_byte;
	else if(pkt_valid && ld_state && !full_state)
		internal_parity<=internal_parity^data_in;
	else
		internal_parity<=internal_parity;
end
always@(posedge clk)
begin
	if (!rstn) err<=0;
	else if(parity_done)
		err<=(internal_parity!=packet_parity)?1'b1:1'b0;
	else
		err<=err;
end
always@(posedge clk)
begin
if (!rstn) dout<=0;
	else if (lfd_state)
		dout<=header_byte;
	else if(ld_state && !fifo_full)
		dout<=data_in;
	else if(laf_state)
		dout<=full_state_byte;
	else
		dout<=dout; end
endmodule 
module router_syn(clk,rstn,data_in,write_enb_reg,detect_add,vld_out_0,vld_out_1,vld_out_2,read_enb_0,read_enb_1,read_enb_2,write_enb,fifo_full,empty_0,empty_1,empty_2,soft_reset_0,soft_reset_1,soft_reset_2,full_0,full_1,full_2);
input clk,rstn,empty_0,empty_1,empty_2,full_0,full_1,full_2,detect_add,write_enb_reg,read_enb_0,read_enb_1,read_enb_2;
input [1:0]data_in;
output reg soft_reset_0,soft_reset_1,soft_reset_2,fifo_full;
output reg [2:0] write_enb;
output vld_out_0,vld_out_1,vld_out_2;
reg [1:0]temp;
reg [4:0]count;   
assign vld_out_0 = ~empty_0;
assign vld_out_1 = ~empty_1;
assign vld_out_2 = ~empty_2;
always@(posedge clk)
	begin
		if(!rstn)
			temp<=0;
		else if(detect_add)
			temp<=data_in;
		else
			temp<=temp;
	end
always@(*)
	begin
		case(temp)
			2'b00 : fifo_full = full_0;
			2'b01 : fifo_full = full_1;
			2'b10 : fifo_full = full_2;
			default : fifo_full = 1'b0;
		endcase
	end
always@(*)
	begin
		if(write_enb_reg)
			begin
				case(temp)
					2'b00 : write_enb = 3'b001;
					2'b01 : write_enb = 3'b010;
					2'b10 : write_enb = 3'b100;
					default : write_enb = 3'b000;
				endcase
			end
		else
			write_enb = 3'b0;
	end
always@(posedge clk)
	begin
		if(!rstn)
			count<=5'b0;
		else if(vld_out_0)
			begin
				if(!read_enb_0)
					begin
						if(count==5'd29)
							begin
								soft_reset_0<=1'b1;
								count<=5'b0;
							end
						else
							begin
								soft_reset_0<=1'b0;
								count<=count+5'b1;
							end
					end
				else
					count<=5'b0;
			end
		else if(vld_out_1)
			begin
				if(!read_enb_1)
					begin
						if(count==5'd29)
							begin
								soft_reset_1<=1'b1;
								count<=5'b0;
							end
						else
								begin
								soft_reset_1<=1'b0;
								count<=count+5'b1;
							end
					end
				else
					count<=5'b0;
			end
		else if(vld_out_2)
			begin
				if(!read_enb_2)
					begin
						if(count==5'd29)
							begin
								soft_reset_2<=1'b1;
								count<=5'b0;
						end
						else
							begin
								soft_reset_2<=1'b0;
								count<=count+5'b1;
							end
					end
					else
					count<=5'b0;
			end
		else
				count<=5'b0;
	end
endmodule 
module top_module_router(clk,rstn,pkt_valid,read_enb_0,read_enb_1,read_enb_2,
					  	data_in,dout_0,dout_1,dout_2,
						vld_out_0,vld_out_1,vld_out_2,err,busy);
input clk,rstn,pkt_valid;
input read_enb_0,read_enb_1,read_enb_2;
input [7:0]data_in;
output [7:0]dout_0,dout_1,dout_2;
output vld_out_0,vld_out_1,vld_out_2,err,busy;
wire[2:0]write_enb;
wire[7:0]dout;
router_fsm FSM(data_in[1:0],clk,rstn,pkt_valid,parity_done,fifo_full,low_pkt_valid,soft_reset_0,soft_reset_1,soft_reset_2,empty_0,empty_1,empty_2,busy,detect_add,ld_state,laf_state,write_enb_reg,rst_int_reg,lfd_state,full_state);
router_register REGISTER(clk,rstn,pkt_valid,fifo_full,rst_int_reg,detect_add,ld_state,laf_state,full_state,lfd_state,parity_done,low_pkt_valid,err,dout,data_in);
router_syn SYNCHRONIZER(clk,rstn,data_in[1:0],write_enb_reg,detect_add,vld_out_0,vld_out_1,vld_out_2,read_enb_0,read_enb_1,read_enb_2,write_enb,fifo_full,empty_0,empty_1,empty_2,soft_reset_0,soft_reset_1,soft_reset_2,full_0,full_1,full_2);
router_fifo FIFO_0(rstn, clk, soft_reset_0, read_enb_0, write_enb[0], lfd_state, dout, dout_0, full_0, empty_0);
router_fifo FIFO_1(rstn, clk, soft_reset_1, read_enb_1, write_enb[1], lfd_state, dout, dout_1, full_1, empty_1);
router_fifo FIFO_2(rstn, clk, soft_reset_2, read_enb_2, write_enb[2], lfd_state, dout, dout_2, full_2, empty_2);
endmodule
$ cat constraint.sdc
current_design top_module_router

set clk_period 9.3
set clk_io_pct 0.2

create_clock -name clk0 -period $clk_period [get_ports {clk}]

set non_clock_inputs [all_inputs -no_clocks]
set_input_delay [expr $clk_period * $clk_io_pct] -clock clk0 $non_clock_inputs
set_output_delay [expr $clk_period * $clk_io_pct] -clock clk0 [all_outputs]
$ cat run.sh
#!/bin/bash
# OpenROAD 26Q1-2900-gdf79404cd8, Yosys 0.63+post, stock flow scripts
make -C /OpenROAD-flow-scripts/flow DESIGN_CONFIG=/design/flow/config.mk WORK_HOME=/design/flow/orfs finish
==> impl_metrics.csv <==
group,metric,value,unit
sta,finalCritPeriodShare,49.7,%
clocking,clockBufferDepth,3,
job,maxCapViolCount,0,
sta,grt_setup_unrepaired,"no",
worst_setup_path,crit_type,"reg -> out",
clocking,tritoncts,"done",
yosys,yosys.stat.seqShare,61.4,%
place,gp_congestion,0.869,
pwr,pwr-share-clk,43.1,%
worst_setup_path,worstPathArrival,2.76,ns
yosys,synth_flops,513,
layout,drive_gt1_share,16.9,%
worst_setup_path,rr_startpoint,"FSM.state[7]",
sta,holdWs,0.458,ns
floorplan,core,45500,um2
sta,finalMaxSlewViolations,0,
global_route,antenna_found_initial,0,
yosys,yosysWarnings,25,
floorplan,top_level_ports,43,
clocking,cts.clk_slew.worst_paths,0.06,ns
worst_setup_path,slowest_delay,0.44,ns
sta,finClkSkew,0.0309,ns
yosys,synthFlopType,"edfxtp_1",
worst_setup_path,cp_cell_sequence,"buf_4, xnor2_1, nand4_1, nor2_1, inv_1, clkdlybuf4s50_1",
yosys,netlist_area,23100,um2
yosys,ys_cells,1684,
floorplan,die_w,217,um
worst_setup_path,required,7.44,ns
pwr,p_int,3700,uW
detailed_routing,drt_iter0_markers,792,
detailed_routing,vias,13486,
floorplan,rows,78,
place,hpwl,32000,um
clocking,cts_buffers,54,
status,outcome,"completed",
job,tool_warnings,35,
sta,setup_tns,0,ns
pwr,ir_drop,0.134,mV
sta,fin_crit,4.62,ns
floorplan,fp-utilization,50.7,%
pwr,seq_power_share,53.6,%
yosys,synthDistinctLibCells,62,
sta,finalSetupViolations,0,
sta,finalHoldViolations,0,
pwr,sw_frac_of_total,21.2,%
sta,max_freq,216,MHz
global_route,grt-ovfl-total,0,
clocking,cts_max_level,2,
sta,tightest_slew,0.805,ns
detailed_routing,drc,0,
worst_setup_path,end_kind,"output port",
worst_setup_path,cp_max_fo,41,
layout,layout_top_cells,"389 x edfxtp_1, 131 x nor2_1, 130 x and3_1",
layout,area_growth,11.3,%
floorplan,die_h,217,um
layout,layout.cells.most_common,"edfxtp_1",
global_route,grt_pass1_vias,13758,
hold_path,holdCritPathClass,"reg -> reg",
detailed_routing,antenna_cells,0,
yosys,async_reset_ff_share,0,%
yosys,synthCells,1684,
detailed_routing,wl,53100,um
pwr,leakage,0.00928,uW
clocking,cts_root_buffer,"clkbuf_16",
detailed_routing,ant_nets,0,
clocking,post_cts_buffers,0,
clocking,ctsHoldBuffers,0,
pwr,finalPower,4690,uW
yosys,synth-edff-count,389,
sta,slew_headroom,45.8,%
pwr,powerDensity,183,nW/um2
clocking,cts_resized,0,
detailed_routing,drt_first_pass_iters,5,
yosys,syn_area_per_cell,13.7,um2
detailed_routing,viasPerCell,5.80,
floorplan,dieArea,47000,um2
worst_setup_path,startpoint,"FIFO_1.wr_ptr[3]",
worst_setup_path,start_kind,"flip-flop",
global_route,grt_pass1_wl,82700,um
global_route,track_usage,25.8,%
layout,fillers,3598,
pwr,p_sw,997,uW
worst_setup_path,critical_path.slowest_cell,"clkdlybuf4s50_1",
detailed_routing,wl_per_cell,22.9,um
clocking,cts_sinks,513,
place,io_buffers,42,
yosys,ys_area,23100,um2
clocking,clock_latency,0.61,ns
hold_path,min_from,"REGISTER.full_state_byte[2]",
pwr,power_frac_comb,3.4,%
global_route,grt_max_degree,72,
[cells by family (layout without fill, tap and decap cells)]
kind of cell	Yosys count	count (layout)	share of synthesized area, %
adder cells (fa/ha/maj)	17	17	0.922
AND/OR/NAND/NOR	646	646	15.0
XOR/XNOR	53	53	2.04
AND-OR/OR-AND	114	114	4.17
multiplexers	151	151	13.1
flip-flops	513	513	61.4
buffers and inverters	190	230	3.42
[per-layer routing]
metal / vias up / GRT usage (%) / wire [um]
met5: - / 0.729 / 46
met4: 2 / 4.74 / 1160
met3: 79 / 12.6 / 6040
met2: 535 / 36.2 / 24300
met1: 6515 / 40.9 / 21600
li1: 6355 / - / -
[area by class of cell]
cell class              count  area [um2]  share of cell area (%)
flip-flops and latches    513       14200                    55.1
multi-input cells         981        8120                    31.6
clock buffers              67        1430                    5.57
repair buffers            106         898                    3.50
well taps                 600         751                    2.92
clock inverters            33         228                   0.886
inverters                  24        90.1                   0.351
[worst max-delay path: cells and delay by family (launching register included)]
family	cells	cell delay, ns
buffers and inverters	3	0.96
and+or+nand+nor	2	0.73
DFF	1	0.30
xor gates and xnor gates	1	0.17
[final timing paths]
path / end / slack [ns] / cells past startpoint
max: vld_out_1 / 4.68 / 6
min: REGISTER.full_state_byte[2] / 0.46 / 2
max reg2reg: FIFO_0.mem[1][0] / 6.17 / 6
min reg2reg: REGISTER.full_state_byte[2] / 0.46 / 2
[sequential cells by signal, summed over array words and instances, names as in the netlist, 8 cells and up, named ones only]
register and cells:
REGISTER.header_byte 8, FIFO_1.mem 128, REGISTER.packet_parity 8, FIFO_0.mem 128
FIFO_2.dout 8, REGISTER.full_state_byte 8, FSM.state 8, REGISTER.internal_parity 8
REGISTER.dout 8, FIFO_0.dout 8, FIFO_2.mem 128, FIFO_1.dout 8
[per-stage QoR]
step	setup WS (ns)	cells	util [%]	area, um2
floorplan	5.69	1684	-	23100
finish	4.68	2324	56.5	25700
detailed placement	5.07	2224	52.8	24000
global placement	5.09	2224	52.8	24000
global route	4.45	2324	56.5	25700
CTS	4.65	2324	56.5	25700
[power by group through the flow]
stage     registers, uW  logic [uW]  clock network [uW]
4_1_cts            2520         159                2070
5_1_grt            2520         172                2160
6_report           2510         157                2020
[cells in the mapped netlist, types with 3 or more instances]
cell,number,share of area (%)
inv_1,24,0.39
and3_1,130,3.5
xnor2_1,32,1.2
mux2i_1,31,1.3
nand2b_1,15,0.41
a21boi_0,14,0.46
buf_2,19,0.41
or3_1,11,0.30
xor2_1,20,0.76
ha_1,17,0.92
nand3_1,21,0.46
nor2b_1,20,0.54
o21a_1,3,0.098
o311ai_0,11,0.42
o21ai_0,14,0.30
nand2_1,68,1.1
buf_1,7,0.11
nand3b_1,9,0.29
dfxtp_1,124,11
buf_6,7,0.34
nor3_1,105,2.3
nand4_1,15,0.41
a21oi_1,5,0.11
and2_1,69,1.9
nor4_1,37,1.0
mux4_2,120,12
clkbuf_1,133,2.2
o31ai_1,7,0.23
and4_1,4,0.15
a22oi_1,8,0.26
nor2_1,131,2.1
a21bo_2,16,0.69
edfxtp_1,389,51
o211ai_1,11,0.36
nor3b_1,4,0.13
Power is estimated from default activity; no workload was simulated.
